==> ./design.v <==
module HK2_1617(clk, D, Start, LED_TR, LED_CH, LED_DV);
	input clk;
	input [7:0] D;
	output Start;
	output [6:0] LED_TR,LED_CH,LED_DV;
	reg [15:0] count= 0;
	reg [7:0] temp_D;
	reg [6:0] LED_TR = 7'h0,LED_CH = 7'h0,LED_DV = 7'h0;
	reg Start = 1'b0;
	reg [3:0] TR = 4'h0,CH = 4'h0,DV = 4'h0;
	always @(posedge clk)begin
		count<= count + 1;
		if(count == 0)
			Start = 1'b1;
		if (count >= 10)
			Start = 1'b0;
		if (count >= 50000) 
			count <= 0;
		if (count == 100) begin
			temp_D = D;
			TR = temp_D/100;
			CH = (temp_D%100)/10;
			DV = temp_D%10;
			case (TR)
				4'h0: 	LED_TR = 7'h3F;
				4'h1: 	LED_TR = 7'h06;
				4'h2: 	LED_TR = 7'h5B;
				4'h3: 	LED_TR = 7'h4F;
				4'h4: 	LED_TR = 7'h66;
				4'h5: 	LED_TR = 7'h6D;
				4'h6: 	LED_TR = 7'h3C;
				4'h7: 	LED_TR = 7'h07;
				4'h8: 	LED_TR = 7'h7F;
				4'h9: 	LED_TR = 7'h67;
				default: LED_TR = 7'hx;
			endcase
			case (CH)
				4'h0: 	LED_CH = 7'h3F;
				4'h1: 	LED_CH = 7'h06;
				4'h2: 	LED_CH = 7'h5B;
				4'h3: 	LED_CH = 7'h4F;
				4'h4: 	LED_CH = 7'h66;
				4'h5: 	LED_CH = 7'h6D;
				4'h6: 	LED_CH = 7'h3C;
				4'h7: 	LED_CH = 7'h07;
				4'h8: 	LED_CH = 7'h7F;
				4'h9: 	LED_CH = 7'h67;
				default: LED_CH = 7'hx;
				endcase
			case (DV)
				4'h0: 	LED_DV = 7'h3F;
				4'h1: 	LED_DV = 7'h06;
				4'h2: 	LED_DV = 7'h5B;
				4'h3: 	LED_DV = 7'h4F;
				4'h4: 	LED_DV = 7'h66;
				4'h5: 	LED_DV = 7'h6D;
				4'h6: 	LED_DV = 7'h3C;
				4'h7: 	LED_DV = 7'h07;
				4'h8: 	LED_DV = 7'h7F;
				4'h9: 	LED_DV = 7'h67;
				default: LED_DV = 7'hx;
			endcase
		end
	end
endmodule
==> ./run.sh <==
#!/bin/bash
# OpenROAD 26Q1-2900-gdf79404cd8, Yosys 0.63+post, stock flow scripts
make -C /OpenROAD-flow-scripts/flow DESIGN_CONFIG=/design/flow/config.mk WORK_HOME=/design/flow/orfs finish
==> ./config.mk <==
export PLATFORM = sky130hd
export DESIGN_NAME = HK2_1617
export DESIGN_NICKNAME = HK2_1617
export VERILOG_FILES = /design/flow/design.v
export SDC_FILE = /design/flow/constraint.sdc
export NUM_CORES = 4
export LEC_CHECK = 1
export CORE_UTILIZATION = 40
==> ./constraint.sdc <==
current_design HK2_1617

set clk_period 8.3
set clk_io_pct 0.2

create_clock -name clk0 -period $clk_period [get_ports {clk}]

set non_clock_inputs [all_inputs -no_clocks]
set_input_delay [expr $clk_period * $clk_io_pct] -clock clk0 $non_clock_inputs
set_output_delay [expr $clk_period * $clk_io_pct] -clock clk0 [all_outputs]
==> Implementation_results.wiki <==
== Implementation results ==
{| class="wikitable"
! Metric !! Value
|-
| Outcome || completed
|-
| Clock tree from TritonCTS || built
|-
| Num ports || 31
|-
| Total power consumption of the routed design || between 0.0005 and 0.0006 W
|-
| Core Density at Floorplan || 41.3%
|-
| Post-detailed-placement half-perimeter wirelength || 6090 um
|-
| Final routed wirelength across all metal layers || 8170 um
|-
| Startpoint class of the critical path || input pin
|-
| Power per unit of standard cell area || 139 mW/mm^2
|-
| Share of the clock period used by the worst path after layout || between 80 and 90%
|-
| Layout overhead on the synthesized area || 11.9%
|-
| Via count of the first global-routing pass || around 3,000
|-
| Number of cells in the finished layout apart from fillers || 557
|-
| Transition time of the tightest slew-check pin || 828 ps
|-
| Main flop type after synthesis || edfxtp_1
|-
| Number of distinct library cells after synthesis || 81
|-
| Yosys synthesis warning count || 1
|-
| Number of port buffers || 30
|-
| CTS Hold Bufs || 0
|-
| Hold Vio Cnt, Final || 0
|-
| Global-route usage over all layers || 18.2%
|-
| Register-to-register setup slack || 6550 ps
|-
| Worst path required time || 8330 ps
|-
| Worst slew margin relative to its limit || approximately 45%
|-
| Sequential Area || 941 sq um
|-
| Nature of the critical path endpoint || flop
|-
| Number of iterations in the first detailed-routing pass || 5
|-
| Violation count after the first detailed-routing iteration || 109
|-
| Setup violations, final || 0
|-
| Arrival time of the worst setup path || 6710 ps
|-
| Layout cell share with drive strength beyond 1 || 10.5%
|-
| Number of max-cap violations || 0
|-
| Average size of a mapped cell || about 8.3 sq um
|-
| Total standard cell area after synthesis || 0.00358 sq mm
|-
| Post-synthesis async set-or-reset flop share || 0%
|-
| Chip height || 96.6 um
|-
| Via/cell ratio || 5.85
|-
| Critical path class || input pin to flop
|-
| Path depth of the worst reg2reg path || 4
|-
| Maximum resistive drop on vdd || 0.0740 mV
|-
| TritonCTS sink count || 37
|-
| Hold endpoint || Start
|-
| Post-layout min period || 6680 ps
|-
| First-pass GRT wire length || 14,200 um
|-
| Core Region || 0.00868 sq mm
|-
| Post-cts repair resize count || 0
|-
| CTS root buf || clkbuf_8
|-
| Skew final || 10.9 ps
|-
| Hold_sp || Start
|-
| Worst Slack Setup Final || 1620 ps
|-
| Ant diodes || 0
|-
| Yosys stat area || 0.00358 sq mm
|-
| Number of cells in the yosys synthesis report || 433
|-
| Pins Over Slew Limit || 0
|-
| Ys flops || 37
|-
| Sequential fraction of the synthesis area || 26.3%
|-
| Remaining global-route overflow || 0
|-
| Critical register-to-register path endpoint || LED_TR[4]
|-
| Post-route DRC || 0
|-
| Sum Neg Setup Slack || 0 ps
|-
| Maximum number of pins on one net before global-route repair || 30
|-
| Timing-limited maximum frequency || 150 MHz
|-
| H-tree levels || 2
|-
| Clock transition at the register clock pins on the worst setup and hold paths after CTS || 70 ps
|-
| Hold Path Cell Cnt || 1
|-
| Most instantiated logic cells after routing || nor2_1, nand2_1, clkdlybuf4s50_1
|-
| Area used by multi-input combinational logic || 0.00241 sq mm
|-
| Post-place setup slack || 1370 ps
|-
| Worst skew pair latency || 280 ps
|-
| Post-detailed-route count of antenna-violating nets || 0
|-
| Full die area || 0.00934 sq mm
|-
| Antenna violations before repair || 0
|-
| Worst R2R Start || count[13]
|-
| Setup repair after global routing missed its margin || false
|-
| Tool warnings || 33
|-
| Number of enable-type register cells in the synthesized netlist || 20
|-
| Clock buffers created by TritonCTS || 5
|-
| Number of vias after detailed routing || ~3,300
|-
| Number of rows in the core area || 34
|-
| Cells after Synth || around 430
|-
| Gp weighted congestion || 0.913
|-
| Post-CTS Setup Bufs || 0
|-
| Number of placed instances, taps included || 549
|-
| Fill cell total of the finished layout || 844
|-
| Maximum root-to-sink buffer count || 2
|-
| Die outline width || 96.6 um
|-
| Detailed-route wire length per cell || 14.7 um
|-
| Maximum fanout along the worst path || 25
|-
| Static leakage || roughly 1.5 nW
|-
| Most common library cell in the layout ignoring fill and taps || nor2_1
|-
| Min-delay worst type || flop to flop
|}
how the worst max path moves through the flow:
stage | from | endpoint | slack (ps) | cells past startpoint
global route | D[5] | LED_CH[3] | 1190 | 19
CTS | D[5] | LED_CH[3] | 1670 | 20
finish | D[5] | LED_CH[3] | 1620 | 20
report_power, final:
part,internal [W],total (W),switching [W],leakage (nW)
logic,0.0000922,0.000231,0.000139,1.09
clock network,0.0000676,0.000127,0.0000590,0.0488
registers,0.000200,0.000200,0,0.332
total,0.000360,0.000558,0.000198,1.47
layer usage:
metal	vias up	part of all wire (%)	GRT usage (%)
met4	0	2.6	5.17
met2	107	43	27.0
met5	-	0	0
li1	1672	-	-
met3	21	5.2	2.06
met1	1458	49	28.6
synth_stat cells (12+ instances only):
cell type | count | share of area, %
nor2_1 | 38 | 4.0
nand2_1 | 30 | 3.1
nand3_1 | 24 | 3.4
edfxtp_1 | 20 | 17
o21ai_0 | 20 | 2.8
dfxtp_1 | 17 | 9.5
a21oi_1 | 16 | 2.2
buf_2 | 16 | 2.2
ha_1 | 16 | 5.6
inv_1 | 15 | 1.6
nand4_1 | 12 | 2.1
sequential cells by signal, indices dropped and copies added, names as in the netlist:
register and count:
count 16, LED_TR 6, LED_CH 7, LED_DV 7, Start 1
per-stage QoR:
| stage | hold WS (ps) | util, % | area [sq um] |
|---|---|---|---|
| 2_1_floorplan | 418 | - | 3580 |
| 3_3_place_gp | 461 | 45.1 | 3920 |
| 3_5_place_dp | 456 | 45.1 | 3920 |
| 4_1_cts | 472 | 46.2 | 4010 |
| 5_1_grt | 493 | 46.2 | 4010 |
| 6_report | 466 | 46.2 | 4010 |
final cells by class:
class                      instances  area share [%]
sequential                        37            23.5
tap                              108            3.37
timing repair buffer              38            8.99
inverter                          18            1.69
clock inverter                     1           0.156
multi-input combinational        348            60.2
clock buffer                       7            2.15
kinds of logic after synthesis:
group           share of synthesized area (%)
simple gates                             25.8
compound gates                           27.7
buf+inv                                  6.53
flops                                    26.3
xor+xnor                                 5.55
fa+ha+maj                                5.90
mux                                      2.13
other cells                             0.105
critical path, cell delays in order:
cell and delay (ps):
clkdlybuf4s50_1 390, buf_4 210, nor3_2 570, nor2b_1 110
ha_1 300, nand2b_1 170, o21a_1 310, or4_1 560
o21ai_0 160, o21ai_2 150, nand3_1 360, inv_2 110
o32ai_2 450, nor2_1 120, o311ai_2 430, ha_1 340
nand2_1 60, o21ai_0 100, nand2_1 90, o21ai_1 60
Power is estimated from default activity; no workload was simulated.
