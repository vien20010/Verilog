==> /design/flow/design.v <==
module UltraSonic_Sensor(clk, EchoPulse, Trigger, D);
input clk, EchoPulse;
output Trigger;
output [15:0]D;
reg [15:0]D=16'h0000, count=16'h0001, temp=16'h0000;
reg pre_Echo=0;
reg Trigger;
always @(posedge clk) begin
    pre_Echo<=EchoPulse;
    temp<=temp+1;
    if (temp<1000)
    begin
        if (temp<10)
            Trigger<=1;
        else
            Trigger<=0;
    end
    else
        temp<=0;
    if (({pre_Echo,EchoPulse}==2'b11)&&(count<16'hffff))
    begin
        count<=count+1;
    end
    else if ({pre_Echo,EchoPulse}==2'b10)
    begin
        D<=count;
        count<=16'h0001;
    end
end
endmodule
==> /design/flow/run.sh <==
#!/bin/bash
# OpenROAD 26Q1-2900-gdf79404cd8, Yosys 0.63+post, stock flow scripts
make -C /OpenROAD-flow-scripts/flow DESIGN_CONFIG=/design/flow/config.mk WORK_HOME=/design/flow/orfs finish
==> /design/flow/config.mk <==
export PLATFORM = sky130hd
export DESIGN_NAME = UltraSonic_Sensor
export DESIGN_NICKNAME = UltraSonic_Sensor
export VERILOG_FILES = /design/flow/design.v
export SDC_FILE = /design/flow/constraint.sdc
export NUM_CORES = 4
export LEC_CHECK = 1
export CORE_AREA = 10 10 114 114
export DIE_AREA = 0 0 124 124
==> /design/flow/constraint.sdc <==
current_design UltraSonic_Sensor

set clk_period 5.0
set clk_io_pct 0.2

create_clock -name clk0 -period $clk_period [get_ports {clk}]

set non_clock_inputs [all_inputs -no_clocks]
set_input_delay [expr $clk_period * $clk_io_pct] -clock clk0 $non_clock_inputs
set_output_delay [expr $clk_period * $clk_io_pct] -clock clk0 [all_outputs]
==> results.tsv <==
metric	value	unit
cts_sinks	50	
ys_ff	50	
cts_tree	done	
fillers	1105	
total_leakage_power	0.7999	nW
arrival	2550	ps
num_vias	1198	
min_path_type	flip-flop to flip-flop	
grt_overflow	0	
vdd_ir_drop_max	125.6	µV
critical_path.max_fanout	16	
maxSlewViolCount	0	
n_antenna_cell	0	
die_w	124	µm
gp_congestion	0.8049	
clock_latency	300	ps
cellPowerDensity	318.7	mW/mm²
die_height	124	µm
grt_usage	4.468	%
grt_pass1_wl	5.492	mm
numCtsBuffers	5	
first_iter_violations	61	
post_drt_wl_per_cell	10.26	µm
layout_top_cell	edfxtp_1	
hpwlAfterDp	2.412	mm
post-route-drc-count	0	
warnings	25	
holdWs	481.3	ps
fin_tns_setup	0	ps
syn_to_final_growth	23.05	%
setup_viol	0	
async_flop_share	0	%
cpLargestDelayFamily	simple AND/OR/NAND/NOR gates	
final_cell_mix	edfxtp_1 (33), nor2_1 (32), clkdlybuf4s50_1 (18), xnor2_1 (17), dfxtp_1 (17)	
antenna_found_initial	0	
ys_seq_share	65.76	%
grt_pass1_vias	1163	
first_pass_iters	4	
cp_slowest_cell	nand2b_1	
vias_per_cell	3.641	
finalHoldViolations	0	
rsz0062_at_grt	false	
ctsHoldBuffers	0	
rows	37	
fin_util	23.92	%
synth_cells	164	
yosysWarnings	1	
drive_gt1_share	8.290	%
power	0.0007938	W
worstPathRequired	4930	ps
worstMarginPinSlew	772.6	ps
period_used_share	52.34	%
critPathBufInv	1	
grt_max_degree	17	
root_buffer	clkbuf_8	
clk_path_buf_depth	2	
cts_setup_buffers	0	
yosys_area	0.002024	mm²
period_minus_slack	2617	ps
status	finished clean	
slowest_delay	580	ps
crit_path_cell_trace	clkdlybuf4s50_1, nand2_1, a31o_2, nand2b_1	
chipArea	0.01538	mm²
start_kind	primary input	
endpoint_kind	flip-flop	
io_pins	19	
edf_count	33	
final_area	0.002491	mm²
slew_headroom	48.50	%
skew	7.992	ps
clkTransAtPathRegs	80	ps
fmax	382.1	MHz
io_buffers	18	
core	0.01042	mm²
synth_stat.cells	164	
cts_resized	0	
netlist_area	0.002024	mm²
maxCapViolCount	0	
worstSetupPathType	primary input to flip-flop	
synth-main-ff-cell	edfxtp_1	
wl	3.374	mm
place_area	0.002381	mm²
synth_cell_types	29	
ant_nets	0	
htree_levels	2	
synth_area_per_cell	12.34	µm²
fp_util	19.44	%
-- registers in the layout (all words and copies together), names as in the netlist --
register,count
temp,16
count,16
Trigger,1
pre_Echo,1
D,16
-- metrics by stage --
step / instances / worst slack [ps]
6_report: 329 / 2383
5_1_grt: 329 / 2272
4_1_cts: 329 / 2369
3_5_place_dp: 321 / 2055
3_3_place_gp: 321 / 2090
2_1_floorplan: 169 / 2296
-- synthesized netlist by cell type, types with 2 or more instances --
cell type  instances  area [µm²]
nor4_1             3       18.77
xnor2_1           17       148.9
nor3_1             8       40.04
inv_1              7       26.28
edfxtp_1          33       991.0
dfxtp_1           17       340.3
nand3_1            8       40.04
nand2_1           11       41.29
nor2_1            32       120.1
nand4_1            3       18.77
nand4_4            2       42.54
ha_1               2       25.02
o21ai_0            2       10.01
xor2_1             4       35.03
-- cell families after synthesis --
logic type	count (synthesis)	share of synthesized area [%]
DFF	50	65.76
xor gates and xnor gates	21	9.085
buffers and inverters	10	2.287
other	1	0.1852
adders and majority gates	2	1.236
and+or+nand+nor	74	19.28
AOI/OAI and AO/OA	6	2.164
-- metal layers --
layer / vias up / wire [µm] / GRT usage, %
met2: 26 / 1538 / 7.550
met1: 546 / 1512 / 5.634
met4: 0 / 95 / 1.079
li1: 620 / - / -
met5: - / 0 / 0
met3: 6 / 228 / 1.194
-- where the power goes --
group / total (W) / internal [W] / switching [W]
Sequential: 0.000479 / 0.000461 / 0.0000177
Combinational: 0.0000392 / 0.0000201 / 0.0000190
Clock: 0.000276 / 0.000149 / 0.000126
Total: 0.000794 / 0.000631 / 0.000163
-- worst paths after layout --
check	to	slack, ps	from	cells after the start
hold / removal	temp[0]	480	temp[0]	1
hold reg to reg	temp[0]	480	temp[0]	1
setup / recovery	count[10]	2380	EchoPulse	4
setup reg to reg	count[10]	2510	count[0]	5
-- cell type report --
type,count,area (µm²),share of cell area (%)
Sequential cell,50,1331,53.44
Multi-Input combinational cell,109,665.6,26.72
Timing Repair Buffer,19,187.7,7.534
Tap cell,136,170.2,6.831
Clock buffer,6,72.57,2.913
Clock inverter,2,37.54,1.507
Inverter,7,26.28,1.055
Power is estimated from default activity; no workload was simulated.
