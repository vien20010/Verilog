===== /design/flow/run.sh =====
#!/bin/bash
# OpenROAD 26Q1-2900-gdf79404cd8, Yosys 0.63+post, stock flow scripts
make -C /OpenROAD-flow-scripts/flow DESIGN_CONFIG=/design/flow/config.mk WORK_HOME=/design/flow/orfs finish

===== /design/flow/config.mk =====
export PLATFORM = sky130hd
export DESIGN_NAME = HK2_1718
export DESIGN_NICKNAME = HK2_1718
export VERILOG_FILES = /design/flow/design.v
export SDC_FILE = /design/flow/constraint.sdc
export NUM_CORES = 4
export LEC_CHECK = 1
export CORE_UTILIZATION = 30

===== /design/flow/constraint.sdc =====
current_design HK2_1718

set clk_period 3.4
set clk_io_pct 0.2

create_clock -name clk0 -period $clk_period [get_ports {clk}]

set non_clock_inputs [all_inputs -no_clocks]
set_input_delay [expr $clk_period * $clk_io_pct] -clock clk0 $non_clock_inputs
set_output_delay [expr $clk_period * $clk_io_pct] -clock clk0 [all_outputs]

===== /design/flow/design.v =====
module HK2_1718(clk,PulseIn, MODE,D);
	input clk, PulseIn;
	input MODE;
	output [15:0]D;
	reg prePul=0;
	reg [7:0]count2=0;
	reg [15:0]count=16'h0000, D=16'h0000,demxung=16'h0000;
	always @(posedge clk) begin
		prePul<=PulseIn; 
		count<=count+1;
		if ({prePul,PulseIn}==2'b01) 
			demxung<=demxung+1;
		if (MODE==0) begin
			if (count>=9999) begin
				D<=demxung;
				count<=0;
				demxung<=0;
				count2<=0;
			end
		end
		else begin
			if (count>=9999) begin
				count2<=count2+1;
				count<=0;
				if (count2>=99) begin
					D<=demxung;
					demxung<=0;
					count2<=0;
				end
			end
		end
	end
endmodule

==> deck_impl_summary.md <==
Key Metrics from the Run

Critical path
  • Worst Reg-to-Reg Cells: 5
  • Crit path DRT: 3430 ps
  • Reg2reg setup slack: 1310 ps
  • Crit path cell chain: clkdlybuf4s50_1, nand2b_1, nand2_1, nor3_1, inv_1
  • CP arrival: 2380 ps
  • R2r startpoint: count[0]$_SDFF_PN0_
  • Startpoint types: input port
  • Crit Path Max Fanout: 7
  • Critical-path top delay cell: nor3_1
  • CP max stage delay: 620 ps
  • Setup CP Type: input port to register
  • Critical Path End Type: register

Clocking
  • CTS tree: done
  • Clock slew at reported path FFs: 70 ps
  • Num CTS Buffers: 9
  • Root Buffer: clkbuf_8
  • # clock sinks: 57
  • H-tree depth: 3
  • Worst-Skew Late Latency: 340 ps
  • Hold_buf cts: 0
  • Clk buf depth: 2
  • Post-CTS setup buffer count: 0
  • CTS-repair resized insts: 0

Timing
  • Tcrit/Tclk final: 69.13%
  • Setup-failing EPs final: 0
  • Slew HR: 46.63%
  • Slew Limit Fails: 0
  • Fin. Hold Viols: 0
  • Setup_tns: 0 ps
  • Tightest Pin Transition: 794.4 ps
  • Fmax achieved: 425.4 MHz
  • Fin crit period: 2350 ps
  • Max Clock Skew: 5.521 ps
  • Unrepaired setup endpoints after global routing: no

Synthesis
  • Async SR Flop Fraction: 0%
  • Top-count cell post-synth: nor2_1
  • Warnings from Yosys: 1
  • Main area contributors: edfxtp_1, dfxtp_1, xnor2_1
  • Cell Area, Synth: 2310 um2
  • Number of enable flip-flop cells: 30
  • Area leader, netlist: edfxtp_1
  • YS chip area: 2310 um2
  • Commonest cells in the netlist: nor2_1, edfxtp_1, dfxtp_1
  • Cells in synth_stat.txt: 206
  • Synth Instances: 206
  • Register area share after synthesis: 62.41%
  • Synth cell types: 35
  • Synth flops: 57
  • Synth Area per Inst: 11.21 um2
  • Area leader share: 39.00%
  • Synth Flop Type: edfxtp_1

Pwr
  • Combinational Power Share: 5.0%
  • P_sw: 0.3231 mW
  • Internal power: 1.059 mW
  • Max VDD drop: 0.0002678 V
  • Switching share of power: 23.38%
  • Clock Power Share: 38.8%
  • Pleak: 0.9166 nW
  • Cell Pwr Density: 496.8 nW/um2
  • Sequential power share: 56.2%

Drt
  • Vias per std cell: 4.411
  • Initial drt markers: 67
  • Via Count: 1491
  • N_diodes: 0
  • Post-route antenna net violation count: 0
  • DRC Markers: 0
  • Avg WL per Cell: 10.45 um
  • Routed WL: 3.533 mm
  • TritonRoute pass-1 iters: 2

Run status
  • Status: finished, final reports clean

Hold path
  • Hold EP: count[0]$_SDFF_PN0_
  • Min-Delay Path Class: register to register
  • Hold Crit Start: count[0]$_SDFF_PN0_
  • WHS Path Cells: 1

Floorplan
  • DIE AREA: 8054 um2
  • Initial Util: 31.51%
  • Die x size: 89.75 um
  • Die H: 89.75 um
  • Core Region: 7331 um2
  • # rows: 31
  • I/O pin count: 19

Placement
  • Hpwl dp: 2.331 mm
  • # port buffers: 18
  • Gp weighted congestion: 0.7922
  • Placed cells: 322
  • Placed Area: 2611 um2

Global routing
  • Grt ovf: 0
  • GRT Util Overall: 10.42%
  • Vias in the first global route: 1500
  • First-pass GRT wire length: 6.603 mm
  • Largest net degree at the start of global routing: 33
  • Initial antenna violation count: 0

Finish
  • Total of fill cells in the finished design: 684
  • Share of layout cells above drive strength 1: 8.368%
  • Final Non-Filler Cells: 338
  • Area Growth Syn to Fin: 20.42%
  • Cell area after layout: 2781 um2

Flow run
  • Log Warnings: 25
  • Maxcap violations: 0
## stage by stage
step / worst slack (ps) / utilization, % / hold slack, ps / power (mW)
floorplan: 1374 / - / 417.5 / 0.8193
global placement: 659.7 / 35.62 / 430.3 / 0.8614
detailed placement: 733.7 / 35.62 / 441.8 / 0.8609
CTS: 1076 / 37.94 / 452.4 / 1.394
global route: 861.8 / 37.94 / 474.5 / 1.442
finish: 1050 / 37.94 / 451.0 / 1.382
## cell usage in the layout, fill, tap and decap left out, types with 2 or more instances in the layout
cell type and count:
dfxtp_1 27, a21oi_1 2, nand4_1 3, nor2_1 37, inv_1 6, clkdlybuf4s50_1 18, clkbuf_8 9, clkinv_2 2
edfxtp_1 30, nor3_1 10, clkinvlp_4 2, o21ai_0 4, nand3_1 9, nor4_1 7, conb_1 3, nand2_1 14
or3_1 3, xor2_1 8, a211oi_1 2, ha_1 3, xnor2_1 19, nor4b_1 2
## final cells by class
class                      instances  area, um2  share of cell area [%]
clock buffer                       9      123.9                   4.453
clock inverter                     7      46.29                   1.664
inverter                           6      22.52                  0.8097
multi-input combinational        141      835.8                   30.05
sequential                        57       1441                   51.82
tap                               99      123.9                   4.453
timing repair buffer              19      187.7                   6.748
## critical path, delay by kind of cell
kind	cells	cell delay (ps)
buf+inv	2	790
simple gates	3	910
## routing by layer
layer | track usage (%) | vias to the layer above | wire (um)
li1 | - | 775 | -
met1 | 14.28 | 675 | 1719
met2 | 15.58 | 34 | 1509
met3 | 5.241 | 7 | 220
met4 | 1.776 | 0 | 83
met5 | 0 | - | 0
## kinds of logic (layout without fill, tap and decap cells)
family / after synthesis / count (layout) / share of synthesized area (%)
AOI/OAI and AO/OA: 11 / 11 / 2.763
DFF: 57 / 57 / 62.41
and+or+nand+nor: 96 / 96 / 20.64
xor gates and xnor gates: 27 / 27 / 10.24
buffers and inverters: 10 / 41 / 1.734
adders and majority gates: 3 / 3 / 1.625
other: 1 / 3 / 0.1624
muxes: 1 / 1 / 0.4334
## worst max path at each step
stage	from	slack, ps	endpoint
after CTS	PulseIn	1080	register
after global routing	PulseIn	860	register
final	PulseIn	1050	register
## power by group through the flow
| stage | Clock [mW] | Combinational [mW] | Sequential [mW] |
|---|---|---|---|
| after CTS | 0.547 | 0.0699 | 0.777 |
| after global routing | 0.581 | 0.0792 | 0.782 |
| final | 0.537 | 0.0684 | 0.777 |
Power is estimated from default activity; no workload was simulated.
